==> design/flow/design.v <==
`timescale 1ns / 1ps
module CU_FSM(
    input logic FSM_RST,
    input logic FSM_INTR,
    input logic [6:0] FSM_opcode,
    input logic [2:0] FSM_funct3,
    input logic FSM_clk,
    output logic FSM_pcWrite,
    output logic FSM_regWrite,
    output logic FSM_memWE2,
    output logic FSM_memRDEN1,
    output logic FSM_memRDEN2,
    output logic FSM_reset,
    output logic csr_WE,
    output logic int_taken,
    output logic mret_exec    
    );
    typedef enum {INIT_ST, FETCH_ST, EXEC_ST, WRITE_BACK_ST} STATE_TYPES;
    STATE_TYPES NS, PS;  
    always_ff @(posedge FSM_clk) begin
        if (FSM_RST == 1'b1)
            PS <= INIT_ST;
        else 
            PS <= NS;
        end    
    always_comb begin
        FSM_pcWrite = 1'b0;
        FSM_regWrite = 1'b0;
        FSM_memWE2 = 1'b0;
        FSM_memRDEN1 = 1'b0;
        FSM_memRDEN2 = 1'b0;
        FSM_reset = 1'b0;
        csr_WE = 1'b0;
        int_taken = 1'b0;
        mret_exec = 1'b0;
        case (PS)
            INIT_ST : begin
                FSM_reset = 1'b1;
                NS = FETCH_ST;
            end
            FETCH_ST : begin
                FSM_memRDEN1 = 1'b1;
                NS = EXEC_ST;
            end
            EXEC_ST: begin
                case (FSM_opcode)
                    7'b0110011: begin  
                        FSM_pcWrite = 1'b1;
                        FSM_regWrite = 1'b1;
                    end
                    7'b0010011: begin  
                        FSM_pcWrite = 1'b1;
                        FSM_regWrite = 1'b1;
                    end
                    7'b1100111: begin  
                        FSM_pcWrite = 1'b1;
                        FSM_regWrite = 1'b1;
                    end
                    7'b0000011: begin  
                        FSM_pcWrite = 1'b0;  
                        FSM_regWrite = 1'b0;
                        FSM_memRDEN2 = 1'b1;
                    end
                    7'b0100011: begin  
                        FSM_pcWrite = 1'b1;
                        FSM_memWE2 = 1'b1;  
                    end
                    7'b1100011: begin  
                        FSM_pcWrite = 1'b1;
                    end
                    7'b0110111: begin  
                        FSM_pcWrite = 1'b1;
                        FSM_regWrite = 1'b1;
                    end
                    7'b0010111: begin  
                        FSM_pcWrite = 1'b1;
                        FSM_regWrite = 1'b1;
                    end
                    7'b1101111: begin  
                        FSM_pcWrite = 1'b1;
                        FSM_regWrite = 1'b1;
                    end
                    default: begin
                        FSM_reset = 1'b1;  
                    end
                endcase
                if (FSM_opcode == 7'b0000011)
                    NS = WRITE_BACK_ST;
                else
                    NS = FETCH_ST;
            end
            WRITE_BACK_ST: begin
                FSM_pcWrite = 1'b1;
                FSM_regWrite = 1'b1;
                NS = FETCH_ST;
            end
            default: begin  
                NS = INIT_ST;
            end
        endcase
    end             
endmodule
==> design/flow/run.sh <==
#!/bin/bash
# OpenROAD 26Q1-2900-gdf79404cd8, Yosys 0.63+post, stock flow scripts
make -C /OpenROAD-flow-scripts/flow DESIGN_CONFIG=/design/flow/config.mk WORK_HOME=/design/flow/orfs finish
==> design/flow/config.mk <==
export PLATFORM = sky130hd
export DESIGN_NAME = CU_FSM
export DESIGN_NICKNAME = CU_FSM
export VERILOG_FILES = /design/flow/design.v
export SDC_FILE = /design/flow/constraint.sdc
export NUM_CORES = 4
export LEC_CHECK = 1
export CORE_AREA = 10 10 70 70
export DIE_AREA = 0 0 80 80
==> design/flow/constraint.sdc <==
current_design CU_FSM

set clk_period 2.7
set clk_io_pct 0.2

create_clock -name clk0 -period $clk_period [get_ports {FSM_clk}]

set non_clock_inputs [all_inputs -no_clocks]
set_input_delay [expr $clk_period * $clk_io_pct] -clock clk0 $non_clock_inputs
set_output_delay [expr $clk_period * $clk_io_pct] -clock clk0 [all_outputs]
==> ci_impl_report.md <==
## PnR job results

| Metric | Value |
|---|---|
| Rows | `21` |
| Uppermost layer routed | `met3` |
| Fin crit period | `2.65 ns` |
| Final WL | `1060 um` |
| Post-synthesis register bit count | `4` |
| Crit path DRT | `2.16 ns` |
| Register with the most flip-flops | `PS` |
| Die W | `80 um` |
| Reg2Reg Setup Slack | `1.64 ns` |
| Crit path max fanout | `2` |
| Post-DP Area | `548 um^2` |
| Remaining antenna violation count | `0` |
| Area growth, synth to finish | `111%` |
| Max incr delay on CP | `0.43 ns` |
| Residual DRC | `0` |
| Final WS setup | `0.0453 ns` |
| Iteration-0 DRC Markers | `11` |
| Crit path to | `FSM_reset` |
| Status | `complete, no violations` |
| Fin cells | `106` |
| Type of the tightest min-delay check | `reg -> reg` |
| DR pass1 iterations | `2` |
| Fin util | `between 10% and 20%` |
| Number of global-route vias before repair | `approximately 360` |
| Crit path cell chain | `clkdlybuf4s50_1 > or3_4 > buf_4 > o41ai_4 > o31ai_2 > dlygate4sd2_1` |
| Total Routing Usage GR | `between 3 and 4%` |
| Startpoint types | `input pin` |
| CTS Buffer Depth | `2` |
| Final Power | `0.189 mW` |
| Metal-1 WL | `around 560 um` |
| Final setup skew | `0.000773 ns` |
| Placed Cells | `101` |
| HPWL after detailed placement | `837 um` |
| R2R cell count | `4` |
| Worst setup path class | `in -> out` |
| Ys cells | `32` |
| Hold path cells | `1` |
| R2r endpoint | `PS[3]$_DFF_P_` |
| Ys Warns | `1` |
| Post-route cell area | `612 um^2` |
| Clk ins delay skew pair | `0.24 ns` |
| Filler cells | `393` |
| CTS Buf Count | `3` |
| Register share after synthesis | `between 20% and 30%` |
| Htree depth | `1` |
| WHS | `0.466 ns` |
| Max VDD drop | `~200 uV` |
| Fp util | `8.50%` |
| First-pass GRT wire length | `1600 um` |
| Fmax | `0.377 GHz` |
| Max-cap violations | `0` |
| Routability Congestion | `just under 0.8` |
| Wire length on met2 | `431 um` |
| Routed wire per std cell | `around 10 um` |
| Top cells excl fill/tap | `buf_4, clkdlybuf4s50_1, dfxtp_1` |
| Crit path from | `FSM_opcode[2]` |
| # diodes | `0` |
| Mapped Avg Cell Area | `9.07 um^2` |
| Final setup vio count | `0` |
| Commonest Layout Cell | `buf_4` |
| Leak | `about 0.24 nW` |
| Top flop regs | `PS x4` |
| Slowest stage cell, crit path | `clkdlybuf4s50_1` |
| PortBufs | `14` |
| Setup TNS | `0 ns` |
| Share of cells above drive strength 1 | `40.0%` |
| Hold buffers post-CTS | `0` |
| Chip height | `around 80 um` |
| Core area | `3420 um^2` |
| Num ports | `22` |
| CTS tree | `yes` |
| Synth unique cells | `22` |
| Critical R2R Launch | `PS[1]$_DFF_P_` |
| Max reg flops | `4` |
| Unrepaired setup endpoints after global routing | `true` |
| Clk slew on worst S/H paths | `0.04 ns` |
| GRT overflow | `0` |
| CP endpoint kind | `output port` |
| Tool warning count | `30` |
| Slew Limit Fails | `0` |
| Crit path DAT | `2.11 ns` |
| Initial antenna violation count | `0` |
| Mapped cell area | `between 200 and 300 um^2` |
| Die area | `6400 um^2` |
| Root buf cell | `clkbuf_4` |
| Hold Fails Final Rpt | `0` |
| Via count | `324` |
| Yosys stat area | `290 um^2` |
| Setup WS pre-CTS | `-0.0784 ns` |
| Sinks on Clock Net | `4` |
| Post-synthesis cell count | `32` |
| Cell Pwr Density | `309 nW/um^2` |
| Crit share post-route | `98.3%` |
| Largest net degree at the start of global routing | `5` |
| Vias/cell | `between 3 and 4` |
| DR WL met3 | `67 um` |
## power by group
part / internal, mW / switching, mW / total (mW) / leakage (nW)
Clock: 0.0498 / 0.0262 / 0.0760 / 0.0138
Combinational: 0.0308 / 0.0191 / 0.0499 / 0.195
Sequential: 0.0619 / 0.00146 / 0.0634 / 0.0331
## logic make-up (layout without fill, tap and decap cells)
group           Yosys count  count (layout)  share of synthesized area (%)
compound gates            7               7                           19.4
buf+inv                   4              30                           9.05
flops                     4               4                           27.6
other cells               1               3                           1.29
simple gates             16              16                           42.7
## cell usage after synthesis (all sizes together)
library cell | number | share of area [%]
or2b | 1 | 2.6
nand2b | 2 | 4.3
nor4bb | 1 | 3.4
or3 | 1 | 3.9
o31ai | 1 | 2.6
nor4 | 1 | 7.3
a31oi | 2 | 4.3
nand3 | 1 | 1.7
inv | 1 | 1.3
dfxtp | 4 | 28
nor3b | 1 | 2.6
or2 | 1 | 3.0
nor2 | 2 | 2.6
o41ai | 1 | 5.6
and3 | 1 | 2.2
a21oi | 1 | 1.7
nor3 | 1 | 3.4
buf | 3 | 7.8
nand2 | 1 | 1.3
nor2b | 2 | 4.3
o21bai | 2 | 5.2
conb | 1 | 1.3
## area by class of cell
cell class	instances	area, um^2	area share [%]
clock buffer	3	22.5	3.68
inverter	1	3.75	0.613
multi-input combinational	26	226	37.0
sequential	4	80.1	13.1
tap	46	57.6	9.41
timing repair buffer	26	221	36.2
## routing by layer
metal	vias to the layer above	GRT usage (%)
met3	0	1.25
met4	0	0.352
met5	-	0
met2	14	4.49
li1	167	-
met1	143	4.52
## worst max-delay path: cells and delay by family
kind,cells,cell delay [ns]
compound gates,2,0.34
buf+inv,3,0.83
simple gates,1,0.40
## worst min path at each step
stage                         start            end
after CTS             PS[2]$_DFF_P_  PS[1]$_DFF_P_
after global routing  PS[2]$_DFF_P_  PS[1]$_DFF_P_
final                 PS[2]$_DFF_P_  PS[1]$_DFF_P_
## repair_timing
| item | 4_1_cts | 5_1_grt |
|---|---|---|
| pin swaps | 4 | 2 |
| resized | 7 | 5 |
| setup endpoints to repair | 5 | 3 |
| buffers inserted | 1 | 1 |
No activity file was given, so power comes from the tool's default toggle rates.
